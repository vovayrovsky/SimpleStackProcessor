--- ./design.v ---
`timescale 1ns / 1ps
module clk_s #(
    parameter delay_k = 2
    )(
    input wire clk,
    output reg sclk
    );
reg [26 : 0] counter;
always@ (posedge clk)
    begin
    if (counter < delay_k)
        counter <= counter + 1;
    else
        begin
        counter <= 0;
        sclk = ~sclk;
        end
    end
initial
    begin
    counter = 0;
    sclk = 0;
    end
endmodule
--- ./run.sh ---
#!/bin/bash
# OpenROAD 26Q1-2900-gdf79404cd8, Yosys 0.63+post, stock flow scripts
make -C /OpenROAD-flow-scripts/flow DESIGN_CONFIG=/design/flow/config.mk WORK_HOME=/design/flow/orfs finish
--- ./config.mk ---
export PLATFORM = sky130hd
export DESIGN_NAME = clk_s
export DESIGN_NICKNAME = clk_s
export VERILOG_FILES = /design/flow/design.v
export SDC_FILE = /design/flow/constraint.sdc
export NUM_CORES = 4
export LEC_CHECK = 1
export CORE_AREA = 10 10 80 80
export DIE_AREA = 0 0 90 90
--- ./constraint.sdc ---
current_design clk_s

set clk_period 1.4
set clk_io_pct 0.2

create_clock -name clk0 -period $clk_period [get_ports {clk}]

set non_clock_inputs [all_inputs -no_clocks]
set_input_delay [expr $clk_period * $clk_io_pct] -clock clk0 $non_clock_inputs
set_output_delay [expr $clk_period * $clk_io_pct] -clock clk0 [all_outputs]
==> results.yml <==
# generated from flow reports
status:
  status: "finished with violations"
  failed_checks: "setup timing"
run:
  warning_count: 26
  cap_violations: 0
cells_and_area:
  area_delta_synth_final_pct: 45.89
  layout.area.seq_sq_um: 571.8
  final_cells: 145
  nFillCells: 497
  drive_gt1_frac: 0.1923
  combGateArea_sq_um: 241.5
sta:
  fin_crit_sh: 1.032
  skew_ns: 0.003010
  tns_ns: -0.04543
  hold_violations: 0
  setup_viol_count_final: 1
  rsz0062_at_grt: "true"
  period_needed_ns: 1.445
  timing.final.ws_setup_ns: -0.04543
  fmax_mhz: 691.8
  slew_viol_final: 0
worst_hold_path:
  whs_path_depth: 1
  min-delay-start: "counter[0]$_SDFF_PP0_"
  min_path_type: "reg2reg"
  hold-path-endpoint: "counter[0]$_SDFF_PP0_"
placed_design:
  gp_congestion: 0.6851
  place_inst: 140
  port_buffers: 1
  hpwl_um: 508.3
cts:
  root_buffer: "clkbuf_8"
  numCtsBuffers: 3
  cts_tree: "done"
  cts_sinks: 28
  cts_htree_levels: 1
  clk_latency_ns: 0.26
  clk_pin_slew_ns: 0.08
  clock_path_buffers: 2
  hold_buffers: 0
pwr:
  combinationalPowerShare: 0.012
  p_int_w: 0.001094
  p_per_area_nw_per_um2: 1330
  p_switching_w: 0.0002340
  p_seq_frac: 0.640
  pwr-share-clk: 0.348
  leakagePower_nw: 0.4088
  swShare: 0.1762
  peakVddDrop_uv: 428.7
  p_total_w: 0.001328
critical_path:
  critPathBufInv: 0
  r2r-start: "counter[11]$_SDFF_PP0_"
  crit_family: "simple AND/OR/NAND/NOR gates"
  cpMaxStageDelayCell: "or4_4"
  cp_max_fo: 2
  setup.worst_path.start_class: "flip-flop"
  worst_r2r_path_depth: 2
  path_cells: "or4_4 > or3_1"
  crit_type: "reg2reg"
  r2r-end: "sclk$_DFFE_PP_"
  required_ns: 1.43
  crit_arrival_ns: 1.47
  reg2reg_slack_ns: -0.05
  slowest_delay_ns: 0.52
  cp-end-kind: "flip-flop"
yosys:
  ys_cells: 46
  netlist_instances: 46
  synth_warnings: 1
  ys_area_sq_um: 684.4
  synth_cell_types: 12
  synth_seq_share: 0.8336
  syn_area_sq_um: 684.4
  avgSynthCellArea_sq_um: 14.88
  numSynthFlops: 28
routing:
  routedWlPerCell_um: 5.421
  routed_wl_um: 786
  vias: 352
  antenna_left: 0
  drc: 0
  dr.pass1.iters: 2
  via_per_inst: 2.428
  n_antenna_cell: 0
  initialDrtViolationCount: 22
global_routing:
  first_global_vias: 324
  grt.total_usage: 0.02032
  overflow: 0
  busiest_layer: "met1"
  grtUsageMet2: 0.02300
  grt_max_degree: 16
  grt_first_pass_wirelength_um: 1386
  globalRouteMet3Util: 0.01593
  grtUsageMet1: 0.02782
  antenna_found_initial: 0
floorplan:
  die-height_um: 90
  initCoreUtil: 0.1449
  num_rows: 25
  fp.coreArea_sq_um: 4723
  die_area_sq_um: 8100
  pin_count: 2
  die_w_um: 90
placed cells by master (no fill, tap or decap), types with 2 or more instances in the layout:
| master | instances |
|---|---|
| buf_4 | 4 |
| clkbuf_8 | 4 |
| conb_1 | 24 |
| dfxtp_1 | 26 |
| inv_1 | 2 |
| nor4_1 | 3 |
| nor4_2 | 3 |
| nor4_4 | 2 |
layout make-up:
type	instances	share of cell area
Sequential cell	28	0.5727
Multi-Input combinational cell	39	0.2419
Tap cell	67	0.08396
Clock buffer	4	0.05514
Timing Repair Buffer	5	0.03885
Inverter	2	0.007519
registers in the layout, indices dropped and copies added, names as in the netlist:
register and count:
counter 27, sclk 1
power groups by stage:
stage	sequential (W)	combinational [W]	clock [W]
after global routing	0.000855	0.0000212	0.000527
after CTS	0.000848	0.0000147	0.000480
final	0.000850	0.0000161	0.000462
worst max-delay path by stage:
| stage | start | endpoint | slack, ns | depth (start not counted) |
|---|---|---|---|---|
| 4_1_cts | counter[23]$_SDFF_PP0_ | sclk$_DFFE_PP_ | 0.002 | 3 |
| 5_1_grt | counter[11]$_SDFF_PP0_ | sclk$_DFFE_PP_ | -0.07 | 2 |
| 6_report | counter[11]$_SDFF_PP0_ | sclk$_DFFE_PP_ | -0.05 | 2 |
synth_stat cells:
cell | number | area share
conb_1 | 1 | 0.0055
dfxtp_1 | 27 | 0.79
edfxtp_1 | 1 | 0.044
ha_1 | 1 | 0.018
inv_1 | 2 | 0.011
nand2_1 | 1 | 0.0055
nand4_1 | 1 | 0.0091
nor2_1 | 1 | 0.0055
nor4_1 | 8 | 0.073
or3_1 | 1 | 0.0091
or4_4 | 1 | 0.016
xnor2_1 | 1 | 0.013
repair_timing:
| item | 4_1_cts | 5_1_grt |
|---|---|---|
| setup endpoints to repair | 2 | 3 |
| resized | 3 | 6 |
| pin swaps | 1 | 3 |
| setup buffers | 1 | 0 |
| cloned | 0 | 0 |
stage by stage:
stage                 util  cell area [sq um]  setup slack, ns  hold WS, ns
floorplan                -              770.7          0.02339       0.4043
global placement    0.1878              887.1         -0.02336       0.4221
detailed placement  0.1878              887.1         -0.03128       0.4269
CTS                 0.2034              960.9         0.002253       0.4480
global route        0.2114              998.5         -0.06558       0.5049
finish              0.2114              998.5         -0.04543       0.4752
routing by layer:
layer	part of all wire	vias to the layer above	wire, um
li1	-	203	-
met1	0.53	140	418
met2	0.39	9	305
met3	0.079	0	62
met4	0	0	0
met5	0	-	0
kinds of logic (layout without fill, tap and decap cells):
group                    after synthesis  after routing  synth area share
other                                  1             24          0.005479
flip-flops                            28             28            0.8336
AND/OR/NAND/NOR                       13             13            0.1188
XOR/XNOR                               1              1           0.01280
buffers and inverters                  2             11           0.01097
adder cells (fa/ha/maj)                1              1           0.01828
Power and IR drop assume default switching activity.
