### ./config.mk
export PLATFORM = sky130hd
export DESIGN_NAME = x4seg7
export DESIGN_NICKNAME = x4seg7
export VERILOG_FILES = /design/flow/design.v
export SDC_FILE = /design/flow/constraint.sdc
export NUM_CORES = 4
export LEC_CHECK = 1
export CORE_AREA = 10 10 70 70
export DIE_AREA = 0 0 80 80
### ./constraint.sdc
current_design x4seg7

set clk_period 4.1
set clk_io_pct 0.2

create_clock -name clk0 -period $clk_period [get_ports {clk}]

set non_clock_inputs [all_inputs -no_clocks]
set_input_delay [expr $clk_period * $clk_io_pct] -clock clk0 $non_clock_inputs
set_output_delay [expr $clk_period * $clk_io_pct] -clock clk0 [all_outputs]
### ./design.v
`timescale 1ns / 1ps
module x4seg7(
    input wire clk,
    input wire [15 : 0] data,
    output wire [3 : 0] an,
    output wire [7 : 0] cat
    );
reg [1 : 0] counter = 0;
assign an = 4'b1111 & ~(1 << counter);
reg [3 : 0] digit; 
always@(*)
    begin
    case (counter)
    0: digit = data[3 : 0];
    1: digit = data[7 : 4];
    2: digit = data[11 : 8];
    3: digit = data[15 : 12];
    endcase
    end
digit_to_sign dts (digit, cat);
always@ (posedge clk)
    begin
    counter = counter + 1;
    end
endmodule
module digit_to_sign(
    input wire [3 : 0] digit,
    output reg [7 : 0] seg_out  
    );
always@ (*)
    begin
    case (digit)
    4'h0: seg_out <= ~8'b11111100;    
    4'h1: seg_out <= ~8'b01100000;    
    4'h2: seg_out <= ~8'b11011010;    
    4'h3: seg_out <= ~8'b11110010;    
    4'h4: seg_out <= ~8'b01100110;    
    4'h5: seg_out <= ~8'b10110110;
    4'h6: seg_out <= ~8'b10111110;
    4'h7: seg_out <= ~8'b11100000;
    4'h8: seg_out <= ~8'b11111110;
    4'h9: seg_out <= ~8'b11110110;
    4'hA: seg_out <= ~8'b11101110;
    4'hB: seg_out <= ~8'b00111110;
    4'hC: seg_out <= ~8'b10011100;
    4'hD: seg_out <= ~8'b01111010;
    4'hE: seg_out <= ~8'b10011110;
    4'hF: seg_out <= ~8'b10001110;
    endcase
    end
endmodule
### ./run.sh
#!/bin/bash
# OpenROAD 26Q1-2900-gdf79404cd8, Yosys 0.63+post, stock flow scripts
make -C /OpenROAD-flow-scripts/flow DESIGN_CONFIG=/design/flow/config.mk WORK_HOME=/design/flow/orfs finish
==> impl_metrics.yaml <==
# flow metrics
timing:
  fin_ws_ns: 0.2520
  min_period_ns: 3.848
  post-route-period-util_pct: 93.85
  worst_clock_skew_ns: 0.001000
  tns_ns: 0
  fmax_ghz: 0.2599
  setup_violations: 0
  worst_pin_slew_ns: 0.8117
  report.final.slew_viol_count: 0
  relSlewSlack_pct: 44.82
  rsz0062_at_grt: "false"
  hold_violations: 0
routing:
  vias: 543
  routedWlPerCell_um: 10.87
  drt_iter0_drc: 12
  wl_mm: 1.478
  drcViolationCount: 0
  drt_first_pass_iters: 4
  diodes: 0
  via_per_inst: 3.993
  postRouteAntennaNets: 0
power:
  p_leak_nw: 0.3687
  power_w: 0.00007924
  p_comb_share_pct: 20.5
  ir_worst_vdd_v: 0.00009017
  pwr-share-clk_pct: 54.7
  p_int_w: 0.00006539
  seq_power_share_pct: 24.8
  p_sw_w: 0.00001385
  power-per-cell-area_nw_per_um2: 92.18
  swShare_pct: 17.48
flow_run:
  maxCapViolations: 0
  warning_count: 33
floorplan:
  die_w_um: 80
  fp.dieArea_um2: 6400
  die_y_um: 80
  row_count: 21
  ios: 29
  initial_utilization_pct: 15.38
  core_area_um2: 3416
critical_path:
  startpoint: "data[8]"
  crit_slowest_cell: "clkdlybuf4s50_1"
  crit_fanout: 5
  rr_startpoint: "counter[0]"
  worst_ep_required_time_ns: 3.28
  cp_data_arrival_time_ns: 3.03
  critPathKind: "in2out"
  path_buffers: 3
  end_kind: "output pin"
  path_cells: "clkdlybuf4s50_1 > a222oi_1 > mux2i_1 > inv_1 > ha_1 > or3_1 > o21ai_1 > clkdlybuf4s50_1"
  critPathTopFamily: "buffers and inverters"
  cpMostUsedCell: "clkdlybuf4s50_1"
  slowest_delay_ns: 0.49
  cp-start-kind: "input port"
global_route:
  grt_pass1_wl_mm: 2.490
  grt_usage_pct: 4.672
  antenna_found_initial: 0
  grt_pass1_vias: 591
  grt_start_max_net_pins: 14
  grt_overflow_total: 0
layout:
  syn2layout_area_growth_pct: 63.57
  flop_area_um2: 40.04
  drive_above_1_share_pct: 8.889
  nFillCells: 380
  comb_area_um2: 412.9
  largest_reg_flops: 2
  final_area_um2: 859.6
logic_synthesis:
  largest_area_cell: "ha_1"
  synth_cells: 62
  yosysChipArea_um2: 525.5
  synth_seq_share_pct: 7.619
  topCellsByArea: "ha_1, mux2i_1, inv_1"
  ys_seq_elements: 2
  top_cell_area_share_pct: 26.19
  yosysUniqueCellTypes: 21
  synth_area_per_cell_um2: 8.476
  synth_area_um2: 525.5
  yosys_warnings: 2
  yosysCellCount: 62
clock_tree:
  cts-root-buf: "clkbuf_4"
  h-tree-depth: 1
  cts.sinks: 2
  cts_inserted_buffers: 3
  holdBufCountCts: 0
  cts_tree: "done"
  clkSlewWorstSetupHoldPaths_ns: 0.03
  post-cts-setup-buffers: 0
  clock_path_buffers: 2
  insertion_delay_ns: 0.22
  post_cts_resized: 0
placement:
  globalplace.congestion: 0.7931
  dpl.hpwl_mm: 1.261
  port_buffers: 27
  place_area_um2: 837.1
  dp_slack_ns: 0.2606
min_path:
  min_from: "counter[0]"
  hp-class: "reg2reg"
status:
  outcome: "complete, no violations"
-- cell usage in the layout, fill, tap and decap left out --
| master | n |
|---|---|
| mux2i_2 | 1 |
| or3_1 | 1 |
| ha_1 | 11 |
| nand2b_4 | 1 |
| clkdlybuf4s50_1 | 27 |
| a222oi_1 | 3 |
| mux2_4 | 1 |
| clkbuf_4 | 3 |
| inv_1 | 13 |
| dfxtp_1 | 2 |
| nand2_1 | 4 |
| nor2_2 | 1 |
| a221o_1 | 1 |
| o22ai_1 | 3 |
| o21ai_1 | 2 |
| a22oi_1 | 1 |
| buf_4 | 1 |
| conb_1 | 1 |
| mux2i_1 | 11 |
| and3_1 | 1 |
| xnor2_1 | 1 |
-- worst paths after layout --
| path | to | slack (ns) | depth (start not counted) |
|---|---|---|---|
| max | cat[3] | 0.25 | 8 |
| min | counter[0] | 0.48 | 1 |
| max reg2reg | counter[1] | 3.25 | 2 |
| min reg2reg | counter[0] | 0.48 | 1 |
-- cells by family after synthesis --
| logic type | synth area share (%) |
|---|---|
| AND-OR/OR-AND | 14.53 |
| XOR/XNOR | 1.667 |
| adder cells (fa/ha/maj) | 26.19 |
| buffers and inverters | 13.81 |
| flip-flops | 7.619 |
| multiplexers | 26.43 |
| other | 0.7136 |
| AND/OR/NAND/NOR | 9.048 |
-- cell type report --
class / instances / area share (%)
tap: 46 / 6.696
multi-input combinational: 44 / 48.03
clock buffer: 3 / 2.620
timing repair buffer: 28 / 32.31
sequential: 2 / 4.658
inverter: 13 / 5.677
-- Yosys cell counts --
| cell | count |
|---|---|
| o22ai_1 | 3 |
| nand2_1 | 4 |
| mux2i_2 | 1 |
| or3_1 | 1 |
| ha_1 | 11 |
| nor2_2 | 1 |
| o21ai_1 | 2 |
| mux2_4 | 1 |
| buf_4 | 1 |
| conb_1 | 1 |
| nand2b_4 | 1 |
| buf_6 | 1 |
| inv_1 | 13 |
| dfxtp_1 | 2 |
| mux2i_1 | 11 |
| a22oi_1 | 1 |
| a222oi_1 | 3 |
| a221o_1 | 1 |
| and3_1 | 1 |
| xnor2_1 | 1 |
| buf_2 | 1 |
-- worst reg2reg max path: cells and delay by family, from the launching register on --
| kind | cells | cell delay, ns |
|---|---|---|
| buffers and inverters | 1 | 0.09 |
| DFF | 1 | 0.34 |
| adders and majority gates | 1 | 0.29 |
-- layer usage --
metal / GRT usage [%] / vias to the layer above / routed length [um]
met3: 3.636 / 0 / 216
met1: 5.364 / 248 / 656
li1: - / 271 / -
met4: 0.5282 / 0 / 0
met5: 0 / - / 0
met2: 6.902 / 24 / 605
-- power groups by stage --
stage	sequential, W	combinational [W]	clock, W
final	0.0000196	0.0000163	0.0000434
after global routing	0.0000196	0.0000176	0.0000516
after CTS	0.0000196	0.0000164	0.0000464
-- metrics by stage --
stage,utilization (%),hold slack [ns],cells
2_1_floorplan,-,0.4429,62
3_3_place_gp,24.51,0.4542,133
3_5_place_dp,24.51,0.4800,133
4_1_cts,25.16,0.4852,136
5_1_grt,25.16,0.5039,136
6_report,25.16,0.4805,136
No activity file was given, so power comes from the tool's default toggle rates.
